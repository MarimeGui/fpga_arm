==> /design/flow/design.v <==
package Utilities;
    typedef enum bit [4:0] {
        NOP = 0,
        ADD = 1,
        SUB = 2,
        AND = 3,
        EOR = 4,
        CMP = 5,
        LSL = 6,
        LSR = 7,
        MOV = 8,
        STR = 9,
        LDR = 10
    } Uop;
    typedef struct packed {
        bit Z;  
        bit C;  
        bit N;  
        bit V;  
    } Flags;
endpackage
module uart_tx (
    input clk,               
    input BaudTick,         
    input TxD_start,         
    input [7:0] TxD_data,   
    output reg TxD,          
    output reg TxD_busy      
);
    reg [3:0] state = 4'b0000;  
    reg [7:0] shift_reg;         
    reg [3:0] bit_count;        
    always @(posedge clk) begin
        case(state)
            4'b0000: begin  
                TxD <= 1;  
                TxD_busy <= 0;
                if (TxD_start) begin
                    shift_reg <= TxD_data;  
                    bit_count <= 0;
                    TxD_busy <= 1;
                    state <= 4'b0100; 
                end
            end
            4'b0100: begin  
                if (BaudTick) begin
                    TxD <= 0;  
                    state <= 4'b1000;  
                end
            end
            4'b1000: begin  
                if (BaudTick) begin
                    TxD <= shift_reg[0];  
                    shift_reg <= shift_reg >> 1;  
                    bit_count <= bit_count + 1;
                    if (bit_count == 7) 
                        state <= 4'b0001;
                end
            end
            4'b0001: begin  
                if (BaudTick) begin
                    TxD <= 1;  
                    state <= 4'b0010;
                end
            end
            4'b0010: begin  
                if (BaudTick) begin
                    TxD_busy <= 0; 
                    state <= 4'b0000;  
                end
            end
            default: state <= 4'b0000;  
        endcase
    end
endmodule
==> /design/flow/run.sh <==
#!/bin/bash
# OpenROAD 26Q1-2900-gdf79404cd8, Yosys 0.63+post, stock flow scripts
make -C /OpenROAD-flow-scripts/flow DESIGN_CONFIG=/design/flow/config.mk WORK_HOME=/design/flow/orfs finish
==> /design/flow/config.mk <==
export PLATFORM = sky130hd
export DESIGN_NAME = uart_tx
export DESIGN_NICKNAME = uart_tx
export VERILOG_FILES = /design/flow/design.v
export SDC_FILE = /design/flow/constraint.sdc
export NUM_CORES = 4
export LEC_CHECK = 1
export CORE_AREA = 10 10 88 88
export DIE_AREA = 0 0 98 98
export SYNTH_HDL_FRONTEND = slang
==> /design/flow/constraint.sdc <==
current_design uart_tx

set clk_period 3.8
set clk_io_pct 0.2

create_clock -name clk0 -period $clk_period [get_ports {clk}]

set non_clock_inputs [all_inputs -no_clocks]
set_input_delay [expr $clk_period * $clk_io_pct] -clock clk0 $non_clock_inputs
set_output_delay [expr $clk_period * $clk_io_pct] -clock clk0 [all_outputs]
==> summary.rpt <==
RUN METRICS
----------------------------------------------------
[Status]
  Run status ........................ finished, final reports clean

[Floorplanning]
  Vertical die size ........................ 98 µm
  Area inside the core boundary ........................ 0.00592 mm²
  Standard-cell row count ........................ 28
  Starting utilization of the core area ........................ 15.0%
  Die Span X ........................ 98 µm
  Area of the die ........................ 0.00960 mm²
  Number of top-level pins ........................ 13

[Power and ir drop]
  IR drop worst, VDD ........................ 0.000226 V
  Power density relative to cell area ........................ 676 mW/mm²
  Leakage ........................ 0.395 nW
  Overall power of the completed layout ........................ 0.754 mW

[Final timing]
  Setup repair after global routing missed its margin ........................ false
  Hold Vio Cnt, Final ........................ 0
  Remaining max-slew budget at the tightest pin ........................ 46.2%
  Total Neg Setup Slack ........................ 0 ps
  Achievable frequency ........................ 457 MHz
  Time the final worst path needs with I/O delays and setup ........................ 2190 ps
  Worst setup skew after layout ........................ 0.886 ps
  Worst-margin pin slew ........................ 799 ps
  Final-layout worst hold slack ........................ 511 ps
  Share of the cycle needed by the critical path after routing ........................ 57.5%
  Final Max Tran Viols ........................ 0
  Least setup slack across all paths after layout ........................ 1610 ps
  Total setup violations reported at the end of the flow ........................ 0

[Setup path]
  Launching element type of the critical path ........................ primary input
  Biggest fanout along the worst timing path ........................ 4
  Arrival time reported for the critical path endpoint ........................ 2070 ps
  Worst EP required ........................ 3690 ps
  Critical path endpoint category ........................ register
  Critical path class ........................ primary input to register

[Clock tree]
  Resize count post-CTS ........................ 0
  Library cell used as clock root buffer ........................ clkbuf_8
  Cts-stage hold buffer count ........................ 0
  Buffers inserted by post-CTS timing repair ........................ 0
  CTS tree ........................ yes
  Clock transition at the register clock pins on the worst setup and hold paths after CTS ........................ 70 ps
  Clock insertion delay at the later pin of the skew report ........................ 250 ps
  H-tree depth ........................ 1
  Cts bufs inserted ........................ 3
  Maximum clock insertion buffer count ........................ 2
  Clock tree sinks ........................ 18

[Route]
  Wirelength per Cell ........................ 9.48 µm
  Total DRC errors in the routed layout ........................ 0
  Antenna violation net count after detailed routing ........................ 0
  Starting DRC count in detailed routing ........................ 44
  Number of search-and-repair iterations in the first detailed-routing pass ........................ 3
  Vias after detailed routing ........................ 575
  Number of antenna diodes ........................ 0
  Routed WL ........................ 1580 µm
  Mean number of vias per cell ........................ 3.44

[Global route]
  First-pass GRT wire length ........................ 2680 µm
  Antenna violations before repair ........................ 0
  Total track usage ........................ 3.33%
  Leftover overflow at the end of global routing ........................ 0
  Vias in the first global route ........................ 555
  Largest net degree at the start of global routing ........................ 16

[Synth]
  Synth flops ........................ 18
  Most frequent cell after synthesis ........................ nand2_1
  Post-synthesis cell type with the largest combined area ........................ edfxtp_1
  Most used flip-flop cell after synthesis ........................ edfxtp_1
  Post-Synthesis Cell Area ........................ 891 µm²
  Average cell area after synthesis ........................ 11.1 µm²
  Share of flip-flops with an asynchronous set or reset after synthesis ........................ 0%
  Largest cells by area after synthesis ........................ edfxtp_1 (61%), nand2_1 (9.3%), buf_6 (3.8%)
  Number of flops mapped to enable cells by yosys ........................ 18
  Total number of yosys warnings ........................ 0
  Most instantiated cells after synthesis ........................ nand2_1 (22), edfxtp_1 (18), nor2_1 (4)
  Total cells reported by yosys after synthesis ........................ 80
  Instance tally after logic synthesis ........................ 80
  Chip Area, Yosys ........................ 891 µm²
  Sequential-to-total area share from yosys stat ........................ 60.7%
  Max-area cell share ........................ 60.7%
  Number of library cell types mapped by synthesis ........................ 26

[Place]
  DP Worst Slack ........................ 1350 ps
  Half-perimeter wire length of the detailed placement result ........................ 1100 µm
  Gp weighted congestion ........................ 0.805
  Buffers on Ports ........................ 12

[Min path]
  Type of the tightest min-delay check ........................ register to register

[Cells and area]
  Share of final-layout standard cells stronger than drive strength 1 ........................ 9.78%
  Post-Route Utilization ........................ 18.8%
  Max FFs per register ........................ 8
  Area growth from synthesis to layout ........................ 25.1%

[Run]
  Tool warnings ........................ 25
  Max-cap violations ........................ 0

----------------------------------------------------
-- worst max-delay path: stages --
cell	delay [ps]
clkdlybuf4s50_1	530
nor3_1	70
nor4_1	700
-- path summary, 6_finish.rpt --
kind	start	to	slack (ps)	depth (start not counted)
worst max register to register	state[2]	state[3]	1780	4
worst min-delay path	shift_reg[2]	shift_reg[1]	510	2
worst max-delay path	BaudTick	state[3]	1610	3
worst min register to register	shift_reg[2]	shift_reg[1]	510	2
-- cell families (layout without fill, tap and decap cells) --
family                     Yosys count  count (layout)  synth area share, %
and+or+nand+nor                     41              41                 22.5
adders and majority gates            2               2                 2.53
DFF                                 18              18                 60.7
xor gates and xnor gates             3               3                 2.95
AOI/OAI and AO/OA                    7               7                 4.78
buffers and inverters                9              21                 6.60
-- per-layer routing --
layer	GRT usage, %	wire length [µm]
met2	4.57	631
met4	0.112	0
met3	1.64	103
met5	0	0
met1	4.85	847
-- cells in the final DEF (no fill, tap or decap), types with 2 or more instances in the layout --
cell / n
nand2_1: 22
edfxtp_1: 18
clkdlybuf4s50_1: 12
nor2_1: 4
inv_1: 3
o21ai_0: 3
nor2_2: 3
clkbuf_8: 3
nor4b_1: 2
nor4_1: 2
nor3_1: 2
xnor2_1: 2
and2_1: 2
-- where the power goes --
part / internal [mW] / switching, mW / leakage (nW) / total, mW
Clock: 0.0718 / 0.0646 / 0.0231 / 0.136
Sequential: 0.328 / 0.0595 / 0.172 / 0.387
Combinational: 0.105 / 0.125 / 0.199 / 0.230
-- final cells by class --
type	instances	area (µm²)
Multi-Input combinational cell	53	292
Fill cell	635	4810
Sequential cell	18	541
Clock buffer	3	41.3
Inverter	4	16.3
Timing Repair Buffer	13	128
Clock inverter	1	3.75
Tap cell	75	93.8
-- per-stage QoR --
step / std cells / cell area [µm²]
after detailed placement: 163 / 1070
after global placement: 163 / 1070
after floorplan: 80 / 891
after CTS: 167 / 1110
final: 167 / 1110
after global routing: 167 / 1110
Power figures rest on the tool's default switching activity, not on a simulated workload.
