<file path="design/flow/config.mk">
export PLATFORM = sky130hd
export DESIGN_NAME = uart_rx
export DESIGN_NICKNAME = uart_rx
export VERILOG_FILES = /design/flow/design.v
export SDC_FILE = /design/flow/constraint.sdc
export NUM_CORES = 4
export LEC_CHECK = 1
export CORE_AREA = 10 10 79 79
export DIE_AREA = 0 0 89 89
export SYNTH_HDL_FRONTEND = slang
</file>
<file path="design/flow/design.v">
package Utilities;
    typedef enum bit [4:0] {
        NOP = 0,
        ADD = 1,
        SUB = 2,
        AND = 3,
        EOR = 4,
        CMP = 5,
        LSL = 6,
        LSR = 7,
        MOV = 8,
        STR = 9,
        LDR = 10
    } Uop;
    typedef struct packed {
        bit Z;  
        bit C;  
        bit N;  
        bit V;  
    } Flags;
endpackage
module uart_rx (
    input clk,              
    input Baud8Tick,         
    input RxD,              
    output reg [7:0] RxD_data,  
    output reg data_ready      
);
    reg [1:0] RxD_sync;
    always @(posedge clk)
        if (Baud8Tick)
            RxD_sync <= {RxD_sync[0], RxD};  
    reg [1:0] RxD_cnt;
    reg RxD_bit;
    always @(posedge clk)
    if (Baud8Tick) begin
        if (RxD_sync[1] && RxD_cnt != 2'b11) RxD_cnt <= RxD_cnt + 1;
        else if (~RxD_sync[1] && RxD_cnt != 2'b00) RxD_cnt <= RxD_cnt - 1;
        if (RxD_cnt == 2'b00) RxD_bit <= 0;
        else if (RxD_cnt == 2'b11) RxD_bit <= 1;
    end
    reg [3:0] state = 4'b0000;
    always @(posedge clk)
    if (Baud8Tick)
        case (state)
            4'b0000: if (~RxD_bit) state <= 4'b1000; 
            4'b1000: if (next_bit) state <= 4'b1001; 
            4'b1001: if (next_bit) state <= 4'b1010; 
            4'b1010: if (next_bit) state <= 4'b1011; 
            4'b1011: if (next_bit) state <= 4'b1100; 
            4'b1100: if (next_bit) state <= 4'b1101; 
            4'b1101: if (next_bit) state <= 4'b1110; 
            4'b1110: if (next_bit) state <= 4'b1111; 
            4'b1111: if (next_bit) state <= 4'b0001; 
            4'b0001: if (next_bit) state <= 4'b0000; 
            default: state <= 4'b0000;
        endcase
    reg [2:0] bit_spacing;
    always @(posedge clk)
        if (state == 0)
            bit_spacing <= 0;
        else if (Baud8Tick)
            bit_spacing <= bit_spacing + 1;
    wire next_bit = (bit_spacing == 7);  
    always @(posedge clk)
        if (Baud8Tick && next_bit && state[3])
            RxD_data <= {RxD_bit, RxD_data[7:1]};
    always @(posedge clk)
        data_ready <= (Baud8Tick && next_bit && state == 4'b0001);
endmodule
</file>
<file path="design/flow/run.sh">
#!/bin/bash
# OpenROAD 26Q1-2900-gdf79404cd8, Yosys 0.63+post, stock flow scripts
make -C /OpenROAD-flow-scripts/flow DESIGN_CONFIG=/design/flow/config.mk WORK_HOME=/design/flow/orfs finish
</file>
<file path="design/flow/constraint.sdc">
current_design uart_rx

set clk_period 3.1
set clk_io_pct 0.2

create_clock -name clk0 -period $clk_period [get_ports {clk}]

set non_clock_inputs [all_inputs -no_clocks]
set_input_delay [expr $clk_period * $clk_io_pct] -clock clk0 $non_clock_inputs
set_output_delay [expr $clk_period * $clk_io_pct] -clock clk0 [all_outputs]
</file>
==> run notes <==
Latest figures from synthesis and place and route.

The flow ran to the end, and the final reports show no timing, DRC or antenna violations. The power report attributes to the clock group a share of 0.259. Summed over all cells, the static leakage comes to ~0.38 nW. The path depth of the worst reg2reg path is 4. For this run the detailed placement stage logged an HPWL of approximately 1.0 mm.

The chip occupies 0.00792 sq mm. The area share of xor/xnor cells in the synthesized design is 0.0499. The biggest cell delay along the critical path is 700 ps. The per-cell routed wire length is roughly 10 um. The adder-cell area share of the yosys netlist is 0.0571. The core region area is 0.00466 sq mm. The synthesis report lists the most area-consuming cells as edfxtp_1, dfxtp_1, ha_1. Data on the critical path is required at its endpoint by roughly 3000 ps.

The total number of vias is 489. The power report puts the net switching power at ~160 uW. At the floorplan stage, the core utilization is reported as 0.188. The placement stage leaves a total instance area of roughly 0.0010 sq mm. The cell with the largest stage delay on the worst path is clkdlybuf4s50_1. The area fraction of the largest cell type after synthesis is 0.582. The cell area after synthesis is 877 sq um.

The script reports the combined buffer and inverter count of the critical path as 1. The worst setup path is of the in -> reg kind. The number of flip-flops and latches in the synthesized netlist is 21. The number of antenna violations at the first check in global routing is 0. The fill cell total of the finished layout is around 470. The first global-routing pass estimated about 2.2 mm of wire.

The tightest hold margin is approximately 430 ps. The tool warning count is 26. The number of maximum-capacitance constraint violations is 0.

The CTS tree is yes. The highest supply drop recorded on VDD is about 0.00036 V. The share of total power dissipated in sequential elements is 0.587. The synthesized design contains 17 enable-type register cells. Of the available clock period, the critical path in the final layout requires 0.677. According to the timing report, the arrival time at the worst endpoint equals 1990 ps. Max-slew check failures listed in the final report amount to 0. The script computed the net switching share of total power as 0.248. The area of the multi-input gates is approximately 250 sq um. The count of hold buffers inserted by post-cts repair is 0. The class of the tightest hold or removal check is reg -> reg. For this block, the initial DRC count from the detailed router was around 40. The overall fraction of global-route tracks in use is 0.0351. The minimum period implied by the final worst setup slack is approximately 2100 ps. The end of the worst register-to-register path is state[0]. The most common flop cell mapped by yosys is edfxtp_1. The layout summary lists the proportion of cells stronger than drive strength 1 as 0.0667. Of the total synthesized cell area, the portion taken by AND, OR, NAND and NOR gates is 0.120. The transition time at the pin with the least slew margin is a little under 600 ps. The worst reg2reg path startpoint is bit_spacing[0]. The report lists the cells along the critical path as clkdlybuf4s50_1 > o21ai_0 > a211oi_1. The cell count after synthesis came out at roughly 64. The global route stage reports its total congestion overflow as 0. The I/O pin count is 12. Of the post-synthesis cell area, the part taken by muxes is 0.0228. Setup repair after global routing left no endpoint under its margin. The minimum setup slack in the final design is 1000 ps.

OpenSTA, run right after detailed placement, puts the worst setup slack at slightly above 700 ps. The library cell used as clock root buffer is clkbuf_8. For this run, the share of the core covered by cells in the final layout is 0.231. The complex-gate fraction of the synthesized area is 0.0342. The number of distinct library cells after synthesis is 21. The CTS log lists the clock sinks for this run as 21. The destination of the worst hold path is RxD_sync[1]. The worst-case max-slew headroom was logged as 0.612. The total area of sequential cells is 591 sq um. The die is 89 um tall. The clock-pin transition on the worst setup and hold timing paths is 70 ps.

The synthesis-to-layout area growth is 23.0%. CTS built an H-tree with a depth of 1. In the Yosys report the total cell count is approximately 64. The final antenna-violating net count is 0. In the final report, the number of hold violations comes to 0. The main kind of combinational logic by area is simple AND/OR/NAND/NOR gates. The commonest cells after synthesis are edfxtp_1, nor2_1. Clock latency on the worst-skew pair, taken at its later pin, is about 250 ps.

The area of the synthesized netlist per yosys stat is 877 sq um. The sequential fraction of the synthesis area is 0.673. In this run the most critical hold path is launched from RxD_sync[0]. The antenna cell count is 0. The total of warnings raised by yosys is 0.

The internal portion of the total power is a little under 500 uW. The final weighted congestion of routability-driven global placement is a little under 0.9. The maximum frequency from static timing analysis is ~480 MHz. OpenSTA lists the critical path startpoint as Baud8Tick. The largest net degree at the start of global routing is 13.

The remaining routing DRC violations is 0. In this run, CTS created clock tree buffers numbering 3. The number of standard-cell rows in the floorplan is 25. The number of buffers inserted by post-CTS setup repair is 0.

STA classifies the critical path startpoint as an input port. Wires add up to approximately 1.3 mm. The fraction of registers with async set/reset is 0. The maximum net fanout on the critical path is 10.

The largest buffer count on any clock path is 2. The hold path depth is 0. The report lists the power per cell area as ~610 mW/mm^2. The mean number of vias per cell is about 3.8.

Once layout is done, the placed cells without fillers occupy around 0.0011 sq mm. The share of total power in combinational logic is 0.154. The type of destination of the critical path is a flop. The biggest area contributor in the post-synthesis netlist is edfxtp_1. As logged by OpenROAD, the buffers inserted on ports number 11.

According to the floorplan report, the die width is a little under 90 um. The worst clock skew is just under 2 ps. The via count of the first global-routing pass is around 500. The number of setup violations in the final report is 0.

The number of gates given a new drive strength after cts is 0. Summed over all failing endpoints, the final setup total negative slack is 0 ps. Looking at the gate-level netlist, the highest instance count belongs to edfxtp_1. Among cell families on the critical path, the largest total delay comes from buffers and inverters.

The iteration count recorded for the first detailed-route pass is 4. The worst register-to-register path has a setup slack of approximately 1500 ps. Per the post-synthesis stats, the area per cell is 13.7 sq um.
-- worst max-delay path by stage --
stage | cells after the start | end
4_1_cts | 3 | state[0]
5_1_grt | 3 | state[3]
6_report | 3 | state[0]
-- cell families after synthesis --
family | Yosys count
AND/OR/NAND/NOR | 19
buffers and inverters | 8
adder cells (fa/ha/maj) | 4
XOR/XNOR | 5
AND-OR/OR-AND | 5
multiplexers | 2
flip-flops | 21
-- through the flow --
step,instances,power (mW)
2_1_floorplan,64,0.466
3_3_place_gp,125,0.484
3_5_place_dp,125,0.493
4_1_cts,129,0.665
5_1_grt,129,0.698
6_report,129,0.655
-- power groups by stage --
stage	clock network [mW]	registers, mW	logic [mW]
4_1_cts	0.177	0.385	0.103
5_1_grt	0.188	0.391	0.119
6_report	0.169	0.384	0.101
-- flip-flops by register name, indices dropped and copies added (netlist names) --
| register | cells |
|---|---|
| RxD_bit | 1 |
| RxD_cnt | 2 |
| RxD_data | 8 |
| RxD_sync | 2 |
| bit_spacing | 3 |
| data_ready | 1 |
| state | 4 |
-- metal layers --
metal	vias up	GRT usage	share of wire	routed length, um
li1	243	-	-	-
met1	228	0.0478	0.52	670
met2	16	0.0499	0.38	493
met3	2	0.0193	0.090	116
met4	0	0.00434	0.0093	12
met5	-	0	0	0
-- final cells by class --
| cell class | count | share of cell area |
|---|---|---|
| clock buffer | 3 | 0.0383 |
| clock inverter | 1 | 0.00464 |
| inverter | 4 | 0.0139 |
| multi-input combinational | 35 | 0.231 |
| sequential | 21 | 0.548 |
| tap | 54 | 0.0626 |
| timing repair buffer | 11 | 0.102 |
-- cells in the final DEF (no fill, tap or decap) --
| master | n |
|---|---|
| nand2_1 | 4 |
| mux2i_1 | 2 |
| clkinv_2 | 1 |
| nor4b_1 | 1 |
| dfxtp_1 | 4 |
| inv_1 | 4 |
| xnor2_1 | 3 |
| clkbuf_8 | 3 |
| a21oi_1 | 2 |
| a211oi_1 | 1 |
| o21ai_0 | 1 |
| ha_1 | 4 |
| nor4_4 | 1 |
| xor2_1 | 2 |
| edfxtp_1 | 17 |
| nor2_1 | 8 |
| nand3_1 | 1 |
| nor4_1 | 1 |
| nor2b_1 | 2 |
| and3_1 | 1 |
| o21a_1 | 1 |
| clkdlybuf4s50_1 | 11 |
Power is estimated from default activity; no workload was simulated.
